## ./constraint.sdc

```tcl
current_design bottle_filler

set clk_period 1.6
set clk_io_pct 0.2

create_clock -name clk0 -period $clk_period [get_ports {clk}]

set non_clock_inputs [all_inputs -no_clocks]
set_input_delay [expr $clk_period * $clk_io_pct] -clock clk0 $non_clock_inputs
set_output_delay [expr $clk_period * $clk_io_pct] -clock clk0 [all_outputs]
```

## ./run.sh

```bash
#!/bin/bash
# OpenROAD 26Q1-2900-gdf79404cd8, Yosys 0.63+post, stock flow scripts
make -C /OpenROAD-flow-scripts/flow DESIGN_CONFIG=/design/flow/config.mk WORK_HOME=/design/flow/orfs finish
```

## ./design.v

```verilog
module bottle_filler #(
    parameter ALIGN_CYCLES  = 5,
    parameter FILL_CYCLES   = 8,
    parameter SETTLE_CYCLES = 4
)(
    input  wire clk,
    input  wire reset,
    input  wire bottle_sensor,   
    input  wire exit_sensor,     
    input  wire jam_sensor,      
    input  wire estop,           
    output reg  conveyor_on,     
    output reg  valve_open,      
    output reg  alarm            
);
    typedef enum reg [2:0] {
        S_IDLE     = 3'b000,
        S_RUN      = 3'b001,
        S_ALIGN    = 3'b010,
        S_FILL     = 3'b011,
        S_SETTLE   = 3'b100,
        S_MOVE_OUT = 3'b101,
        S_JAM      = 3'b110,
        S_ESTOP    = 3'b111
    } state_t;
    state_t state, next_state;
    reg [7:0] counter;  
    always @(posedge clk or posedge reset) begin
        if (reset) begin
            state   <= S_IDLE;
            counter <= 0;
        end else begin
            state <= next_state;
            if (state == S_ALIGN || state == S_FILL || state == S_SETTLE)
                counter <= counter + 1;
            else
                counter <= 0;
        end
    end
    always @(*) begin
        next_state  = state;
        conveyor_on = 0;
        valve_open  = 0;
        alarm       = 0;
        case (state)
            S_IDLE: begin
                conveyor_on = 0;
                if (!estop) next_state = S_RUN;
            end
            S_RUN: begin
                conveyor_on = 1;
                if (jam_sensor) next_state = S_JAM;
                else if (estop) next_state = S_ESTOP;
                else if (bottle_sensor) next_state = S_ALIGN;
            end
            S_ALIGN: begin
                conveyor_on = 0;
                if (counter >= ALIGN_CYCLES) next_state = S_FILL;
                if (jam_sensor) next_state = S_JAM;
                if (estop) next_state = S_ESTOP;
            end
            S_FILL: begin
                valve_open = 1;
                if (counter >= FILL_CYCLES) next_state = S_SETTLE;
                if (jam_sensor) next_state = S_JAM;
                if (estop) next_state = S_ESTOP;
            end
            S_SETTLE: begin
                if (counter >= SETTLE_CYCLES) next_state = S_MOVE_OUT;
                if (jam_sensor) next_state = S_JAM;
                if (estop) next_state = S_ESTOP;
            end
            S_MOVE_OUT: begin
                conveyor_on = 1;
                if (exit_sensor) next_state = S_RUN;
                if (jam_sensor) next_state = S_JAM;
                if (estop) next_state = S_ESTOP;
            end
            S_JAM: begin
                alarm = 1;
                conveyor_on = 0;
                valve_open = 0;
                if (!jam_sensor && !estop) next_state = S_RUN;
            end
            S_ESTOP: begin
                alarm = 1;
                conveyor_on = 0;
                valve_open = 0;
                if (!estop) next_state = S_RUN;
            end
        endcase
    end
endmodule
```

## ./config.mk

```make
export PLATFORM = sky130hd
export DESIGN_NAME = bottle_filler
export DESIGN_NICKNAME = bottle_filler
export VERILOG_FILES = /design/flow/design.v
export SDC_FILE = /design/flow/constraint.sdc
export NUM_CORES = 4
export LEC_CHECK = 1
export CORE_AREA = 10 10 78 78
export DIE_AREA = 0 0 88 88
```

==> impl_metrics.ini <==
; implementation run metrics
[clock_tree]
htree_num_levels = 1
clock_sinks = 16
cts_tree = yes
cts_made_buffers = 3
path_clk_slew_ns = 0.06
clock_path_buffers = 2
cts_root_buf = clkbuf_8
postCtsHoldBufs = 0
clk_latency_ns = 0.24

[setup_path]
critical_path.endpoint = state[1]
startpoint = counter[7]
crit_fanout = 3
cp-start-kind = flip-flop
crit_family = simple AND/OR/NAND/NOR gates
path_buffers = 0
cp_num_cells = 3
rr_endpoint = state[1]
crit_slowest_cell = or4_4
arrival_ns = 1.77
r2r_cells = 3
worstPathRequired_ns = 1.77
reg2reg_slack_ns = -0.002
r2r_start = counter[7]
cp-end-kind = flip-flop
critical_path_class = reg2reg
crit_chain = or4_4, or4b_1, a21oi_1
cpPeakStageDelay_ns = 0.55

[placement]
dpl.hpwl_um = 1290
dp_cells = 154
place_congestion = 0.786
numPortBuffers = 8

[synthesis]
yosysCellCount = 83
ys.flops = 16
syn_inst = 83
synth_simple_gate_area_share_pct = 24.0
synth_seq_share_pct = 50.1
synth_cell_types = 29
avgSynthCellArea_um2 = 9.66
compound_area_share_pct = 14.7
syn-cell-area_um2 = 802
yosys.area_share.adder_pct = 4.68
synthMuxAreaShare_pct = 0
ys_warn_count = 1
ys_top_logic_family = simple AND/OR/NAND/NOR gates
xor_share_pct = 3.28
ys_area_um2 = 802

[route]
wirelength_um = 1720
avgRoutedWirePerCell_um = 10.8
avgViaCountPerCell = 4.28
drt-initial-drc-count = 16
vias = 685
drtPass1Iterations = 6
antenna_left = 0
drc = 0
antenna_cells_inserted = 0

[run_status]
outcome = complete, but fails checks
violations = setup timing

[timing]
rsz0062_at_grt = true
setup_violations = 1
fin_crit_ns = 1.60
setup_ws_ns = -0.00209
worstMarginPinSlew_ns = 0.327
holdWs_ns = 0.386
relSlewSlack_pct = 78.1
drv_slew = 0
finalCritPeriodShare_pct = 100
finalHoldViolCount = 0
fin_skew_ns = 0.00406
maxClockFrequency_mhz = 624

[run]
maxCapViolations = 0
warnings = 29

[global_routing]
grt_max_degree = 17
grt_pass1_vias = 705
gr-total-overflow = 0
grt.total_usage_pct = 4.56
grt_antenna_before_repair = 0
grt_pass1_wl_um = 3040

[power]
p_per_area_nw_per_um2 = 795
ir_drop_mv = 0.609
p_leak_nw = 0.502

[layout]
drive_gt1_share_pct = 25.9
area_delta_synth_final_pct = 39.0
fillers = 444
final_cells = 160

[hold_path]
hp-class = in2async

[die]
num_rows = 24
design.core.area_um2 = 4410
floorplan.core_util_pct = 18.2
die_area_um2 = 7740
die_y_um = 88
fp.dieW_um = 88
io_pins = 9
==> layout by cell type (no fill, tap or decap) <==
master and n:
nor3_2 1, nor2_1 7, clkbuf_8 4, o22ai_1 1, a21oi_1 7, xor2_1 2
and3_1 2, or4b_1 1, or4_4 1, o31ai_1 2, buf_4 15, dlymetal6s2s_1 1
a211oi_1 1, nor4_2 1, nand3_1 3, nand2b_1 3, a21boi_0 1, a22oi_1 1
or2_2 3, dlygate4sd2_1 1, dfstp_2 1, xnor2_1 1, or3_1 4, nand4_1 1
dfrtp_1 15, and2_1 3, clkbuf_2 1, a31o_2 1, o21ai_0 4, inv_1 5
a32o_1 1, nand2_1 5, clkdlybuf4s50_1 5, ha_1 3
==> report_power, final <==
group	internal, mW	switching [mW]	leakage, nW	total, mW
registers	0.417	0.00919	0.218	0.426
clock network	0.218	0.127	0.0288	0.345
logic	0.0694	0.0456	0.255	0.115
total	0.704	0.182	0.502	0.886
==> state kept, by name, indices dropped and copies added, names as in the netlist <==
signal and count:
counter 8, state 8
==> logic make-up (layout without fill, tap and decap cells) <==
kind of cell | after synthesis | in the layout
adders and majority gates | 3 | 3
buffers and inverters | 7 | 32
and+or+nand+nor | 35 | 35
DFF | 16 | 16
xor gates and xnor gates | 3 | 3
AOI/OAI and AO/OA | 19 | 19
==> cell type report <==
type                    instances  area (um2)  share of cell area [%]
repair buffers                 23         189                    16.9
inverters                       5        18.8                    1.68
well taps                      52        65.1                    5.84
clock buffers                   4        55.1                    4.94
flip-flops and latches         16         402                    36.0
multi-input cells              60         385                    34.6
==> how the worst min path moves through the flow <==
stage                  from        to  slack [ns]
after CTS             reset  state[5]        0.39
after global routing  reset  state[5]        0.41
final                 reset  state[5]        0.39
==> stage by stage <==
| step | power, mW | setup slack [ns] | setup TNS, ns | cell area [um2] | utilization [%] |
|---|---|---|---|---|---|
| 6_report | 0.886 | -0.00209 | -0.00209 | 1110 | 25.3 |
| 5_1_grt | 0.934 | -0.0553 | -0.0711 | 1110 | 25.3 |
| 4_1_cts | 0.902 | -0.232 | -0.232 | 1100 | 25.0 |
| 3_5_place_dp | 0.561 | -0.0233 | -0.0267 | 1040 | 23.5 |
| 3_3_place_gp | 0.559 | -0.0215 | -0.0242 | 1040 | 23.5 |
| 2_1_floorplan | 0.477 | 0.0143 | 0 | 802 | - |
==> worst min-delay path, stage by stage <==
cell,delay (ns)
clkdlybuf4s50_1,0.40
inv_1,0.05
buf_4,0.22
==> cells in the mapped netlist <==
master    count  area, um2
dfstp_2       1       26.3
nand2_1       5       18.8
clkbuf_1      2       7.51
nand4_1       1       6.26
nor2_1        7       26.3
nor3_1        1       5.00
a211oi_1      1       7.51
and3_1        2       12.5
xor2_1        2       17.5
or3_1         4       25.0
or2_2         3       18.8
a21boi_0      1       7.51
o31ai_1       2       15.0
a31o_2        1       8.76
ha_1          3       37.5
dfrtp_1      15        375
nor4_1        1       6.26
inv_1         5       18.8
or4_4         1       11.3
or4b_1        1       10.0
o22ai_1       1       6.26
a32o_1        1       10.0
nand2b_1      3       18.8
a22oi_1       1       7.51
and2_1        3       18.8
nand3_1       3       15.0
o21ai_0       4       20.0
a21oi_1       7       35.0
xnor2_1       1       8.76
==> what timing repair did <==
| action | CTS | global route |
|---|---|---|
| hold endpoints to repair | 0 | 0 |
| endpoints found under the setup margin | 4 | 4 |
| resized | 3 | 4 |
| pin swaps | 3 | 4 |
| buffers inserted | 1 | 2 |
==> metal layers <==
metal  routed length [um]  GRT usage, %
met1                  823          6.12
met2                  849          7.74
met3                   32         0.561
met4                   17         0.870
met5                    0             0
No activity file was given, so power comes from the tool's default toggle rates.
